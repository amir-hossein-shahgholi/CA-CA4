[flow/config.mk]
export PLATFORM = sky130hd
export DESIGN_NAME = Regfile
export DESIGN_NICKNAME = Regfile
export VERILOG_FILES = /design/flow/design.v
export SDC_FILE = /design/flow/constraint.sdc
export NUM_CORES = 4
export LEC_CHECK = 1
export CORE_UTILIZATION = 30
[flow/design.v]
`timescale 1ns/1ns
module Regfile(input [2:0] RR1,RR2,WR,input [15:0] wd,input regwrite ,clk,output reg[15:0] RD1,RD2);
	reg [15:0] regs [7:0];
	initial begin
		regs[0] = 0;
	end
	always@(RR1,RR2,clk) begin
		RD1 = regs[RR1];
		RD2 = regs[RR2];
	end
	always@(posedge clk) begin
		if(regwrite) begin 
			regs[WR] <= wd;
		end
	end
endmodule
[flow/constraint.sdc]
current_design Regfile

set clk_period 3.3
set clk_io_pct 0.2

create_clock -name clk0 -period $clk_period [get_ports {clk}]

set non_clock_inputs [all_inputs -no_clocks]
set_input_delay [expr $clk_period * $clk_io_pct] -clock clk0 $non_clock_inputs
set_output_delay [expr $clk_period * $clk_io_pct] -clock clk0 [all_outputs]
[flow/run.sh]
#!/bin/bash
# OpenROAD 26Q1-2900-gdf79404cd8, Yosys 0.63+post, stock flow scripts
make -C /OpenROAD-flow-scripts/flow DESIGN_CONFIG=/design/flow/config.mk WORK_HOME=/design/flow/orfs finish
==> results_dict.tcl <==
# flow metrics
set metrics [dict create \
    outcome "finished, final reports clean" \
    grt_max_degree 33 \
    largest_reg_flops 128 \
    cp_max_fo 32 \
    reg_top3 "regs: 128 flops" \
    htreeDepth 4 \
    yosysWarnings 1 \
    total_power_mw 3.80 \
    top_usage_layer "met2" \
    vias 2966 \
    worstHoldStart "wd[15]" \
    crit_family "buffers and inverters" \
    yosys.area.top_type "edfxtp_1" \
    cts_tree "done" \
    die_y_um 144 \
    met1_usage_pct 16.9 \
    wl_um 12200 \
    hold_violations 0 \
    finish.utilization_pct 38.4 \
    grtUsageTotal_pct 13.5 \
    arrival_ps 2470 \
    fp.dieW_um 144 \
    syn_to_final_growth_pct 24.3 \
    hpwl_um 7130 \
    vias_per_cell 4.89 \
    synth_area_per_cell_sq_um 23.7 \
    drtIter0Drc 91 \
    ys_area_sq_mm 0.00604 \
    clkSlewWorstSetupHoldPaths_ps 50 \
    antenna_cells 0 \
    area_leaders "edfxtp_1 64%, mux4_1 24%, mux2_2 6.0%" \
    whs_ps 982 \
    worstSetupStartpoint "RR1[2]" \
    startpoint_type "primary input" \
    grt_pass1_vias 3295 \
    slowest_delay_ps 510 \
    max_slew_margin_pct 78.6 \
    tns_ps 0 \
    critPathRequiredTime_ps 2640 \
    drive_gt1_share_pct 25.2 \
    synth_area_sq_mm 0.00604 \
    crit_buf_inv 3 \
    route.antenna.remaining_nets 0 \
    worst_pin_slew_ps 320 \
    gr-total-overflow 0 \
    worstSetupPathType "in2out" \
    ctsHoldBuffers 0 \
    hold_class "in2reg" \
    clockBufferDepth 2 \
    ios 59 \
    fin_crit_sh_pct 94.9 \
    slew_viol_final 0 \
    io_buffers 58 \
    routabilityCongestion 0.719 \
    cts.sinks 128 \
    post_cts_buffers 0 \
    largest_register "regs" \
    path_depth 5 \
    layout_min_cycle_time_ps 3130 \
    numCtsBuffers 17 \
    crit_top_cell "clkdlybuf4s50_1" \
    power_density_mw_per_mm2 505 \
    met3_usage_pct 7.53 \
    firstDrtPassIters 4 \
    row_count 51 \
    cp-endpoint "RD1[1]" \
    netlist_instances 255 \
    drc 0 \
    initial_utilization_pct 30.9 \
    finalSetupViolCount 0 \
    fmax_mhz 319 \
    antenna_found_initial 1 \
    path_cells "clkdlybuf4s50_1, buf_12, mux4_1, mux2_2, clkdlybuf4s50_1" \
    warning_count 25 \
    ys_ff 128 \
    cap_violations 0 \
    synth_seq_share_pct 63.6 \
    post_cts_resized 0 \
    cts-root-buf "clkbuf_16" \
    use_met2_pct 22.0 \
    rsz0062_at_grt "no" \
    power_leakage_nw 2.52 \
    slowest_stage "clkdlybuf4s50_1" \
    dieArea_sq_mm 0.0207 \
    ir_drop_v 0.000325 \
    avgRoutedWirePerCell_um 20.2 \
    grt_pass1_wl_um 18700 \
    ys_cells 255 \
    fillers 1732 \
    endpoint_kind "output port" \
    top_area_share_pct 63.6 \
    yosysUniqueCellTypes 12 \
    core_sq_mm 0.0196 \
]
## cells by family (layout without fill, tap and decap cells)
family / Yosys count / after routing / synth area share [%]
buf+inv: 18 / 104 / 2.15
flops: 128 / 128 / 63.6
mux: 96 / 96 / 33.3
simple gates: 13 / 13 / 0.973
## cell usage after synthesis (all sizes together)
library cell / count
clkbuf: 4
nor3: 2
mux4: 64
nand2b: 3
nand2: 2
edfxtp: 128
buf: 14
nor2: 6
mux2: 32
## metal layers
metal	share of wire, %	wire length (um)	vias up
li1	-	-	1321
met1	36	4380	1491
met2	52	6410	144
met3	11	1320	8
met4	0.81	99	2
met5	0.11	13	-
## how the worst min path moves through the flow
stage / endpoint / slack (ps) / cells after the start
6_report: regs[4][15] / 980 / 1
5_1_grt: regs[4][15] / 1010 / 1
4_1_cts: regs[4][15] / 970 / 1
## report_power, final
group | switching [mW] | internal (mW) | total (mW) | leakage, nW
Clock | 0.619 | 0.940 | 1.56 | 0.247
Combinational | 0.138 | 0.235 | 0.373 | 1.12
Sequential | 0.0171 | 1.85 | 1.86 | 1.16
## final cells by class
cell class	count	area (sq um)	area share, %
clock inverters	13	73.8	0.983
clock buffers	19	433	5.76
flip-flops and latches	128	3840	51.2
repair buffers	72	751	9.99
multi-input cells	109	2080	27.7
well taps	265	332	4.41
## cell usage in the layout, fill, tap and decap left out, types with 3 or more instances in the layout
master,instances
edfxtp_1,128
clkinvlp_4,3
nor2_1,6
nand2b_1,3
clkdlybuf4s50_1,56
clkbuf_16,17
mux4_2,8
mux4_1,56
buf_12,6
mux2_2,32
buf_4,8
clkinv_2,7
## metrics by stage
step,instances,cell area [sq um],setup WS [ps]
global placement,574,7010,145
finish,606,7510,169
detailed placement,574,7010,150
global route,606,7510,91.5
CTS,606,7510,130
floorplan,255,6040,917
No activity file was given, so power comes from the tool's default toggle rates.
