==> design.v <==
`timescale 1ns/1ns
module MUX3(input [15:0] I0,I1,I2,I3 ,input [1:0] Memtoreg , output reg [15:0] out);
always@(I0,I1,I2,I3,Memtoreg) begin
	case(Memtoreg)
		2'b00: out <= I0;
		2'b01: out <= I1;
		2'b10: out <= I2;
		2'b11: out <= I3;
	endcase
end
endmodule
==> run.sh <==
#!/bin/bash
# OpenROAD 26Q1-2900-gdf79404cd8, Yosys 0.63+post, stock flow scripts
make -C /OpenROAD-flow-scripts/flow DESIGN_CONFIG=/design/flow/config.mk WORK_HOME=/design/flow/orfs finish
==> config.mk <==
export PLATFORM = sky130hd
export DESIGN_NAME = MUX3
export DESIGN_NICKNAME = MUX3
export VERILOG_FILES = /design/flow/design.v
export SDC_FILE = /design/flow/constraint.sdc
export NUM_CORES = 4
export LEC_CHECK = 1
export CORE_AREA = 10 10 70 70
export DIE_AREA = 0 0 80 80
==> constraint.sdc <==
current_design MUX3

set clk_period 1.0
set clk_io_pct 0.2

create_clock -name clk0 -period $clk_period

set non_clock_inputs [all_inputs -no_clocks]
set_input_delay [expr $clk_period * $clk_io_pct] -clock clk0 $non_clock_inputs
set_output_delay [expr $clk_period * $clk_io_pct] -clock clk0 [all_outputs]
==> results.sh <==
# physical design summary
export IMPL_path_cells="buf_12 -> buf_12 -> mux4_2 -> buf_2"
export IMPL_die_x_um=80
export IMPL_drtIter0Drc=2
export IMPL_post_route_drc_count=0
export IMPL_ir_worst_vdd_uv=101
export IMPL_finalCriticalPeriod_ps=1250
export IMPL_cp_end_kind="output port"
export IMPL_die_height_um=80
export IMPL_warnings=35
export IMPL_wl_mm=2.74
export IMPL_num_rows=21
export IMPL_syn2layout_area_growth_pct=173
export IMPL_grt_total_usage=0.0827
export IMPL_viasPerCell=4.04
export IMPL_cpPeakStageDelay_ps=490
export IMPL_ys_seq_frac=0
export IMPL_detailroute_via_count=598
export IMPL_finalClockPeriodUsage=1.25
export IMPL_path_buffers=3
export IMPL_io_pins=82
export IMPL_finalSetupViolCount=16
export IMPL_portBuffers=82
export IMPL_initial_utilization=0.124
export IMPL_slew_headroom=0.924
export IMPL_grt_overflow=0
export IMPL_seq_cells=0
export IMPL_hold_path_class="input port to output port"
export IMPL_combGateArea_um2=360
export IMPL_hold_ws_ps=885
export IMPL_syn_area_um2=424
export IMPL_cp_arrival_ps=1050
export IMPL_crit_slowest_cell="mux4_2"
export IMPL_slew_violations=0
export IMPL_ant_nets=0
export IMPL_wl_per_cell_um=18.5
export IMPL_rsz0062_at_grt="true"
export IMPL_max_cap_violations=0
export IMPL_violations="setup timing"
export IMPL_worst_slew_pin_slew_ps=114
export IMPL_avgSynthCellArea_um2=21.2
export IMPL_grt_max_degree=9
export IMPL_path_delay_family="multiplexers"
export IMPL_ys_area_um2=424
export IMPL_cts_setup_buffers=0
export IMPL_diodes=0
export IMPL_dieArea_um2=6400
export IMPL_gp_congestion=0.804
export IMPL_syn_inst=20
export IMPL_ys_cells=20
export IMPL_crit_type="input port to output port"
export IMPL_fill_cells=377
export IMPL_first_pass_iters=2
export IMPL_hpwl_mm=2.42
export IMPL_register_area_um2=0
export IMPL_power_density_nw_per_um2=346
export IMPL_power_leakage_nw=0.550
export IMPL_cp_max_fo=8
export IMPL_outcome="complete, but fails checks"
export IMPL_core_area_um2=3420
export IMPL_crit_top_cell="buf_12"
export IMPL_synthDistinctLibCells=5
export IMPL_grt_pass1_vias=793
export IMPL_pre_cts_ws_ps=-1120
export IMPL_antenna_found_initial=0
export IMPL_startpoint_type="input port"
export IMPL_yosys_warnings=1
export IMPL_clkbuf_count=0
export IMPL_drive_above_1_share=0.363
export IMPL_grt_pass1_wl_mm=4.17
export IMPL_setup_slack_ps=-247
export IMPL_fmax_mhz=802
export IMPL_finalHoldViolCount=0
export IMPL_cp_required_ps=800
==> layout make-up <==
cell class / count / share of cell area
multi-input cells: 16 / 0.311
repair buffers: 86 / 0.639
well taps: 46 / 0.0497
==> repair_timing <==
action,4_1_cts,5_1_grt
hold buffers,0,0
resized,131,1
setup endpoints to repair,16,16
gates cloned,1,0
==> metal layers <==
metal  share of wire  vias to the layer above  track usage
met2            0.41                       65        0.132
li1                -                      268            -
met3            0.17                        0       0.0534
met1            0.42                      265       0.0973
met4               0                        0            0
met5               0                        -            0
==> worst min-delay path, cell delays in order <==
cell and delay (ps):
dlygate4sd2_1 180, mux4_2 210, buf_2 90
==> stage by stage <==
stage          TNS (ps)  utilization  cell area (µm²)  std cells  total power [mW]
6_report          -3780        0.339             1160        148             0.401
5_1_grt           -4440        0.339             1160        148             0.442
3_5_place_dp     -17110        0.379             1300        147             0.536
3_3_place_gp     -16810        0.379             1300        147             0.535
4_1_cts           -4010        0.339             1160        148             0.413
2_1_floorplan      -880            -              433         20             0.139
==> synth_stat cells <==
cell / count / area share
mux4_2: 10 / 0.53
mux4_1: 6 / 0.37
buf_2: 2 / 0.024
buf_12: 1 / 0.047
buf_6: 1 / 0.027
==> power by group <==
group          switching [mW]  leakage [nW]  internal [mW]
Combinational          0.0979         0.550          0.303
Clock                       0             0              0
Sequential                  0             0              0
Total                  0.0979         0.550          0.303
==> cells in the final DEF, fill, tap and decap left out <==
| master | synthesis | layout |
|---|---|---|
| buf_12 | 1 | 2 |
| buf_16 | 0 | 1 |
| clkdlybuf4s15_1 | 0 | 1 |
| mux4_2 | 10 | 16 |
| buf_6 | 1 | 2 |
| buf_2 | 2 | 16 |
| dlygate4sd2_1 | 0 | 64 |
==> path summary, 6_finish.rpt <==
| check | from | endpoint | depth (start not counted) | slack [ps] |
|---|---|---|---|---|
| max | Memtoreg[0] | out[0] | 4 | -250 |
| min | I1[10] | out[10] | 3 | 880 |
==> cells by family (layout without fill, tap and decap cells) <==
| family | Yosys count | count (layout) | synth area share |
|---|---|---|---|
| buf+inv | 4 | 86 | 0.0973 |
| mux | 16 | 16 | 0.903 |
No activity file was given, so power comes from the tool's default toggle rates.
