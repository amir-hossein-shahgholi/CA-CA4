File: flow/design.v
`timescale 1ns/1ns
module controller(input clk, rst, input[3:0] opcode, input [8:0] func, output reg IorD, MEMread, MEMwrite, IRwrite, ALUsrcB, PCwrite, regDst,
		 	regwrite, PCwritecond, output reg [1:0] ALUop, PCsrc, Memtoreg, ALUsrcA, output [3:0] psout);
	reg [3:0] ps, ns;
	reg [3:0] IF = 6'd0, ID = 6'd1, S1 = 6'd2, S2 = 6'd3, S3 = 6'd4, S4 = 6'd5, S5 = 6'd6, S6 = 6'd7,
			S7 = 6'd8, S8 = 6'd9, S9 = 6'd10, S10 = 6'd11, S11 = 6'd12, S12 = 6'd13, S13 = 6'd14;
	always @(ps, opcode, func)begin
		{IorD, MEMread, MEMwrite, IRwrite, ALUsrcB, PCwrite, regDst, regwrite, PCwritecond, ALUop, PCsrc, Memtoreg, ALUsrcA} = 17'd0;
   		ns = IF;
    		case (ps)
      			IF: begin
				IorD = 1'b0;
				MEMread = 1'b1;
				IRwrite = 1'b1;
				ALUsrcA = 2'b00;
				ALUsrcB = 1'b1;
				PCsrc = 2'b00;
				PCwrite = 1'b1;
				ALUop = 2'b00;
				ns = ID;
      			end
			ID: begin
				ALUsrcA = 2'b01;
				ALUsrcB = 1'b0;
				ALUop = 2'b00;
				ns = (opcode == 4'b1100) ? S2: 
				     (opcode == 4'b1101) ? S1:
				     (opcode == 4'b1110) ? S4: 
				     (opcode == 4'b0010) ? S5:
				     (opcode == 4'b0100) ? S6:
				     (opcode == 4'b1000) ? S7:
				     (opcode == 4'b0000) ? S10:
				     (opcode == 4'b0001) ? S12 : ID;
      			end
			S1: begin 
				ns = S2;
				ALUsrcA = 2'b01;
				ALUsrcB = 1'b0;
				ALUop = 2'b01;
			end
			S2: begin 
				ns = IF;
				Memtoreg = 2'b00;
				regDst = 1'b0;
				regwrite = 1'b1;
      			end
			S3: begin 
				ns = S2;
				ALUsrcA = 2'b01;
				ALUsrcB = 1'b0;
				ALUop = 2'b01;
      			end
			S4: begin
				ns = S2;
				ALUsrcA = 2'b01;
				ALUsrcB = 1'b0;
				ALUop = 2'b01;
      			end
			S5: begin 
				ns = IF;
				PCsrc = 2'b01;
				PCwrite = 1'b1;
      			end
			S6: begin 
				ns = IF;
				ALUsrcA = 2'b10;
				ALUsrcB = 1'b0;
				ALUop = 2'b10;
				PCsrc = 2'b10;
				PCwritecond = 1'b1;
			end
			S7: begin 
				ns = (func == 9'b000000010) ? S8 :
				     (func == 9'b000000001) ? S13 : S9;
				ALUsrcA = 2'b10;
				ALUsrcB = 1'b0;
				ALUop = 2'b11;
			end
			S8: begin 
				ns = IF;
				Memtoreg = 2'b11;
				regwrite = 1'b1;
				regDst = 1'b1;
			end
			S9: begin
				ns = IF;
				regDst = 1'b0;
				regwrite = 1'b1;
				Memtoreg = 2'b00;
				ALUop = 2'b11;
			end
			S13: begin
				ns = IF;
				regDst = 1'b0;
				regwrite = 1'b1;
				Memtoreg = 2'b10;
				ALUop = 2'b11;
			end
			S10: begin 
				ns = S11;
				MEMread = 1'b1;
				IorD = 1'b1;
			end
			S11: begin 
				ns = IF;
				regDst = 1'b0;
				Memtoreg = 2'b01;
				regwrite = 1'b1;
			end
			S12: begin 
				ns = IF;
				MEMwrite = 1'b1;
				IorD = 1'b1;
			end
		endcase
	end
	always @(posedge clk, posedge rst)begin
		if(rst)
			ps <= IF;
		else
			ps <= ns;
	end
	assign psout = ps;
endmodule
File: flow/run.sh
#!/bin/bash
# OpenROAD 26Q1-2900-gdf79404cd8, Yosys 0.63+post, stock flow scripts
make -C /OpenROAD-flow-scripts/flow DESIGN_CONFIG=/design/flow/config.mk WORK_HOME=/design/flow/orfs finish
File: flow/config.mk
export PLATFORM = sky130hd
export DESIGN_NAME = controller
export DESIGN_NICKNAME = controller
export VERILOG_FILES = /design/flow/design.v
export SDC_FILE = /design/flow/constraint.sdc
export NUM_CORES = 4
export LEC_CHECK = 1
export CORE_AREA = 10 10 70 70
export DIE_AREA = 0 0 80 80
File: flow/constraint.sdc
current_design controller

set clk_period 3.5
set clk_io_pct 0.2

create_clock -name clk0 -period $clk_period [get_ports {clk}]

set non_clock_inputs [all_inputs -no_clocks]
set_input_delay [expr $clk_period * $clk_io_pct] -clock clk0 $non_clock_inputs
set_output_delay [expr $clk_period * $clk_io_pct] -clock clk0 [all_outputs]
==> run summary <==
impl run done, here's what came out: status=completed, RSZ-0062 raised after global routing=no, Yosys reg bits=4, n_diodes=0, RR Endpoint=ps[2]$_DFF_PP0_, Initial Util=17.99%, WL/cell=12.91 um, port bufs=35, initial antenna violation count=0, row cnt=21, Syn Inst Count=85, layout cell share with drive strength beyond 1=6.250%, maximum VDD drop=0.1725 mV, vias per inst=4.424, slew margin rel.=61.37%, final hold violation count=0, clock-pin slew on the worst setup and hold paths=40 ps, CP endpoint kind=output pin, FMAX=0.3662 GHz, Yosys Instances=85, cell leakage power=0.3472 nW, YS chip area=614.3 um^2, max-cap violation count=0, synthesis-to-finish area growth=58.86%, max reg flops=4, distinct cell type count after synthesis=39, Post-CTS Setup Repair Bufs=0, Core ar.=3416 um^2, total number of vias=699, Top reg by flops=ps, CTS Sinks=4, Synth Seq Share=16.29%, final WL=2039 um, post-CTS sizing=0, PwrDens=661.7 nW/um^2, Yosys warning count=1, initial drt markers=32, Post-DP Area=953.4 um^2, R2R Path Start=ps[0]$_DFF_PP0_, RePlAce Congestion=0.8097, CTS tree=built, GRT Total Usage=5.772%, Setup Viol. Count Final=0, critical path fanouts, max=22, Worst-Margin Slew=579.4 ps, tool warnings=25, Cell Chain, Critical Path=nor2b_1, a21oi_1, o21ai_0, clkdlybuf4s50_1, CP arrival=2030 ps, largest registers=ps (4), final setup TNS=0 ps, CP required=2800 ps, number of global-route vias before repair=661, fin crit period=2730 ps, Root Driver=clkbuf_4, Overall Power=0.6457 mW, # IOs=36, Reg2Reg Setup Slack=1920 ps, Hold Path Class=in2async, final worst path period share=78.01%, clk latency late pin=230 ps, worst stage delay on the critical path=700 ps, Critical Path Source Type=flip-flop, CTS H-tree depth=1, pin count of the biggest net entering global routing=23, Crit-path slowest cell=dfrtp_1, TritonRoute pass-1 iters=4, design area=975.9 um^2, Die Y=80 um, Setup CP Type=reg2out, Hold WS=647.4 ps, Slew Viols, Final=0, gr ovfl total=0, hold_buf cts=0, Avg Cell Area, Syn=7.228 um^2, global-route wire length before repair=3091 um, Remaining DRCs=0, total CTS buffers=3, Final Skew=1.550 ps, CTS max path bufs=2, DIE AREA=6400 um^2, synthesized area=614.3 um^2, worst r2r path cells=3, DIE WIDTH=80 um, hpwl dp=1614 um, Final ANT Viol Nets=0
## critical path: cells and delay by family, from the launching register on
| family | cells | cell delay (ps) |
|---|---|---|
| AOI/OAI and AO/OA | 2 | 260 |
| buffers and inverters | 1 | 490 |
| DFF | 1 | 700 |
| and+or+nand+nor | 1 | 350 |
## Yosys cell counts (all sizes together)
cell      n  share of area, %
a2111oi   1               1.6
nand2b    3               3.1
a21boi    1               1.2
or3       2               2.0
nor2      6               3.7
dfrtp     4                16
xnor2     3               5.5
or2       1               1.0
and3      1               1.0
a211o     1               1.4
mux2i     1               1.6
nor4b     1               2.4
nor3b     1               1.2
o21ai     3               2.4
a211oi    2               2.4
o22ai     2               2.0
nand4     1               1.0
o31ai     2               2.4
buf      11                11
nand3     1              0.81
xor2      1               1.4
or3b      1               1.4
nand4b    1               1.4
nor4      3               4.1
and2      1               1.0
inv       2               1.2
a21oi     5               4.1
nand2     5               3.1
a22oi     1               1.2
a31oi     1               1.0
nor2b     8               8.1
nor3      6               4.9
a21o      1               1.2
o21a      1               1.2
## cells by family (layout without fill, tap and decap cells)
logic type / count (synthesis) / after routing / share of synthesized area, %
AND/OR/NAND/NOR: 42 / 42 / 40.33
flip-flops: 4 / 4 / 16.29
AND-OR/OR-AND: 21 / 21 / 22.40
XOR/XNOR: 4 / 4 / 6.926
multiplexers: 1 / 1 / 1.629
buffers and inverters: 13 / 40 / 12.42
## cells in the final DEF (no fill, tap or decap), types with 3 or more instances in the layout
cell type	n
nor3_1	6
a21oi_1	5
nor2b_1	8
dfrtp_1	4
clkbuf_4	3
o21ai_0	3
nor2_1	6
nand2b_1	3
clkdlybuf4s50_1	35
nand2_1	5
## worst max path at each step
stage	startpoint	endpoint	slack (ps)	cells past startpoint
final	ps[3]$_DFF_PP0_	regwrite	770	4
after global routing	ps[0]$_DFF_PP0_	regwrite	590	5
after CTS	ps[3]$_DFF_PP0_	regwrite	750	4
## metrics by stage
step | utilization [%] | instances | setup WS (ps)
5_1_grt | 28.57 | 158 | 592.3
4_1_cts | 28.57 | 158 | 751.6
3_3_place_gp | 27.91 | 155 | 1052
3_5_place_dp | 27.91 | 155 | 1006
6_report | 28.57 | 158 | 769.5
2_1_floorplan | - | 85 | 1764
## power by group
part	leakage (nW)	internal [mW]	switching [mW]
registers	0.0497	0.0659	0.0978
logic	0.284	0.287	0.139
clock network	0.0138	0.0383	0.0176
total	0.347	0.391	0.255
## layer usage
metal,vias up,global-route usage [%],share of wire [%]
met5,-,0,0
met4,0,1.408,1.1
met3,2,1.250,8.0
met2,26,9.310,45
met1,315,7.600,46
li1,356,-,-
## area by class of cell
type | instances | area, um^2
clock buffers | 3 | 22.52
fillers | 385 | 2440
inverters | 2 | 7.507
multi-input cells | 68 | 437.9
flip-flops and latches | 4 | 100.1
well taps | 46 | 57.56
repair buffers | 35 | 350.3
Power figures rest on the tool's default switching activity, not on a simulated workload.
